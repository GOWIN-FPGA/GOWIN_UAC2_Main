==> flow/design.v <==
parameter DSIZE = 8;
parameter WDEPTH = 5;
parameter DSIZE = 1;
parameter WDEPTH = 5;
parameter DEPTH = 1024;
parameter DSIZE = 8;
parameter ASIZE = 10;
parameter WDEPTH = 1024;
parameter WDSIZE = 32;
parameter RDEPTH = 1024;
parameter RDSIZE = 32;
parameter AEMPT = 1;
parameter AFULL = 1;
parameter ASIZE = 10;
parameter RASIZE = 10;
module async_fifo #(
      parameter             DSIZE = 32,
      parameter             ASIZE = 6,
      parameter             AEMPT = 1,
      parameter             AFULL = 32
)(
      output reg [DSIZE-1:0]   Q,
      output reg               Full,
      output reg               Empty,
      output reg               AlmostEmpty,
      output reg               AlmostFull,
      output reg [ASIZE:0]   RdDataNum,
      output reg [ASIZE:0]   WrDataNum,
      input   [DSIZE-1:0]   Data,
      input                 WrEn,
      input                 WrClock,
      input                 WPReset,
      input                 RdEn,
      input                 RdClock,
      input                 RPReset
      );
      reg       [ASIZE:0]   wptr;
      reg       [ASIZE:0]   rptr; 
      reg       [ASIZE:0]   wq2_rptr;
      reg       [ASIZE:0]   rq2_wptr; 
      reg       [ASIZE:0]   wq1_rptr;
      reg       [ASIZE:0]   rq1_wptr;
      reg       [ASIZE:0]   rbin;
      reg       [ASIZE:0]   wbin;
      reg       [DSIZE-1:0] mem[0:(1<<ASIZE)-1];
      wire      [ASIZE-1:0] waddr;
      wire      [ASIZE-1:0] raddr;
      wire      [ASIZE:0]   rgraynext;
      wire      [ASIZE:0]   rbinnext;
      wire      [ASIZE:0]   wgraynext;
      wire      [ASIZE:0]   wbinnext;
      wire                  rempty_val;
      wire                  wfull_val;
      wire      [ASIZE:0]   wcount_r;
      wire      [ASIZE:0]   rcnt_sub;
      wire      [ASIZE:0]   rcount_w;
      wire      [ASIZE:0]   wcnt_sub;    
      always@(posedge RdClock, posedge RPReset)
      begin
          if (RPReset) begin
              Q <= 0;
          end
          else begin
              Q <= mem[raddr];
          end    
      end
      always@(posedge WrClock)
      begin
        if(WrEn && !Full)
          mem[waddr] <= Data;
      end
      always @(posedge WrClock or posedge WPReset)
      begin
        if (WPReset)
          {wq2_rptr,wq1_rptr} <= 0;
        else
          {wq2_rptr,wq1_rptr} <= {wq1_rptr,rptr};
      end
      always @(posedge RdClock or posedge RPReset)
      begin
        if (RPReset)
          {rq2_wptr,rq1_wptr} <= 0;
        else
          {rq2_wptr,rq1_wptr} <= {rq1_wptr,wptr};
      end
      always @(posedge RdClock or posedge RPReset)
      begin
        if (RPReset)
          {rbin, rptr} <= 0;
        else
          {rbin, rptr} <= {rbinnext, rgraynext};
      end
      assign raddr      = rbin[ASIZE-1:0];
      assign rbinnext   = rbin + (RdEn & ~Empty);
      assign rgraynext  = (rbinnext>>1) ^ rbinnext;
      assign rempty_val = (rgraynext == rq2_wptr);
      assign wcount_r   = gry2bin(rq2_wptr);
      assign rcnt_sub   = {(wcount_r[ASIZE] ^ rbinnext[ASIZE]), wcount_r[ASIZE-1:0]} - {1'b0, rbinnext[ASIZE-1:0]};
      assign arempty_val= rcnt_sub <= AEMPT;
      always @(posedge RdClock or posedge RPReset)
      begin
        if (RPReset)
            RdDataNum <= 0;
        else
            RdDataNum <= rcnt_sub;
      end
      always @(posedge RdClock or posedge RPReset)
      begin
      if (RPReset)
        Empty <= 1'b1;
      else
        Empty <= rempty_val;
      end
      always @(posedge RdClock or posedge RPReset)
      begin
      if (RPReset)
        AlmostEmpty <= 1'b1;
      else
        AlmostEmpty <= arempty_val;
      end
      always @(posedge WrClock or posedge WPReset)
      begin
        if (WPReset)
          {wbin, wptr} <= 0;
        else
          {wbin, wptr} <= {wbinnext, wgraynext};
      end
      assign waddr      = wbin[ASIZE-1:0];
      assign wbinnext   = wbin + (WrEn & ~Full);
      assign wgraynext  = (wbinnext>>1) ^ wbinnext;
      assign wfull_val  = (wgraynext == {~wq2_rptr[ASIZE:ASIZE-1],
                                          wq2_rptr[ASIZE-2:0]});
      assign rcount_w   = gry2bin(wq2_rptr);
      assign wcnt_sub   = {(rcount_w[ASIZE] ^ wbinnext[ASIZE]), wbinnext[ASIZE-1:0]} - {1'b0, rcount_w[ASIZE-1:0]};
      assign awfull_val = wcnt_sub >= AFULL;
      always @(posedge WrClock or posedge WPReset)
      begin
        if (WPReset)
            WrDataNum <= 0;
        else
            WrDataNum <= wcnt_sub;
      end
      always @(posedge WrClock or posedge WPReset)
      begin
        if (WPReset)
          Full <= 1'b0;
        else
          Full <= wfull_val;
      end
      always @(posedge WrClock or posedge WPReset)
      begin
        if (WPReset)
          AlmostFull <= 1'b0;
        else
          AlmostFull <= awfull_val;
      end
      function [ASIZE:0]gry2bin;
        input [ASIZE:0] gry_code;
        integer         i;
        begin
          gry2bin[ASIZE]=gry_code[ASIZE];    
          for(i=ASIZE-1;i>=0;i=i-1)        
            gry2bin[i]=gry2bin[i+1]^gry_code[i];
        end
      endfunction
endmodule
==> flow/run.sh <==
#!/bin/bash
# OpenROAD 26Q1-2900-gdf79404cd8, Yosys 0.63+post, stock flow scripts
make -C /OpenROAD-flow-scripts/flow DESIGN_CONFIG=/design/flow/config.mk WORK_HOME=/design/flow/orfs finish
==> flow/config.mk <==
export PLATFORM = sky130hd
export DESIGN_NAME = async_fifo
export DESIGN_NICKNAME = async_fifo
export VERILOG_FILES = /design/flow/design.v
export SDC_FILE = /design/flow/constraint.sdc
export NUM_CORES = 4
export LEC_CHECK = 1
export CORE_UTILIZATION = 40
export SYNTH_MEMORY_MAX_BITS = 65536
==> flow/constraint.sdc <==
current_design async_fifo

set clk_period 168.2
set clk_io_pct 0.2

create_clock -name clk0 -period $clk_period [get_ports {RdClock}]
create_clock -name clk1 -period $clk_period [get_ports {WrClock}]

set non_clock_inputs [all_inputs -no_clocks]
set_input_delay [expr $clk_period * $clk_io_pct] -clock clk0 $non_clock_inputs
set_output_delay [expr $clk_period * $clk_io_pct] -clock clk0 [all_outputs]
==> out/qor.log <==
qor: die.num_io_pins 48
qor: power.p_per_area 16.5 nW/um^2
qor: routing.detail-route-antenna-nets 1
qor: layout.layout_top_cells edfxtp_1 (8192), mux4_2 (1811), nor2_1 (1124)
qor: die.dieArea 811000 um^2
qor: worst_setup_path.start_kind primary input
qor: power.worst_ir_drop_vdd 12.5 uV
qor: place.place_congestion 0.953
qor: place.detailed_place.area 338000 um^2
qor: hold_path.worst_hold_path.num_cells 1
qor: synthesis.synth-cells-yosys 15300
qor: global_routing.wire_length_of_the_first_global_routing_pass 1360 mm
qor: worst_setup_path.worstReg2RegEnd Q[0]$_DFF_PP0_
qor: synthesis.chip_area_yosys 323000 um^2
qor: final_timing.clock_skew 0.102 ns
qor: global_routing.number_of_antenna_violations_at_the_first_check_in_global_routing 96
qor: final_timing.grt_setup_unrepaired false
qor: routing.vias_per_cell 5.83
qor: global_routing.grt_remaining_overflow 0
qor: worst_setup_path.timing.reg2reg.setup_slack 159.46 ns
qor: worst_setup_path.crit-reg2reg-launch rbin[0]$_DFF_PP0_
qor: layout.layout_top_cell edfxtp_1
qor: power.switchingPower 2030 uW
qor: worst_setup_path.arrival 38.56 ns
qor: power.p_seq_share 38.6%
qor: synthesis.async_reset_ff_share 1.44%
qor: die.die_x 901 um
qor: global_routing.grt_pass1_vias 176000
qor: layout.final-comb-area 68500 um^2
qor: final_timing.final_hold_slack 0.0760 ns
qor: routing.wl 976 mm
qor: synthesis.yosys_warnings 3
qor: routing.drt-initial-drc-count 12000
qor: synthesis.synth_area_per_cell 21.1 um^2
qor: final_timing.report.final.setup_viol 0
qor: synthesis.syn_area 323000 um^2
qor: final_timing.worst_slew_pin_slew 1.34 ns
qor: flow_run.openroad.warnings 64
qor: final_timing.timing_max_transition_violations_final 0
qor: synthesis.synth.lib_cells_used.distinct 86
qor: synthesis.ys_dominant_reg_cell edfxtp_1
qor: synthesis.synth.yosys.seq_area_share 77.1%
qor: die.floorplanUtilization 40.2%
qor: worst_setup_path.worst_setup_path_end_kind flip-flop
qor: die.placeableCoreArea 804000 um^2
qor: die.cell_row_count 329
qor: worst_setup_path.crit_required 169.20 ns
qor: synthesis.edf_count 8192
qor: routing.vias 161000
qor: outcome.violations_in_the_final_reports antenna rules
qor: routing.drt_pass1_iterations 5
qor: layout.final_area 364000 um^2
qor: layout.layout-drive-gt1-share 23.0%
qor: power.power.switching_fraction 34.0%
qor: hold_path.hp-start rptr[0]$_DFF_PP0_
qor: power.clock_network_fraction_of_design_power 29.5%
qor: worst_setup_path.setup.worst_path.class primary input to flip-flop
qor: power.power_report.internal_total 3950 uW
qor: synthesis.netlist_instances 15300
qor: cts.clk_pin_slew_worst_paths 0.06 ns
qor: global_routing.grt_max_degree 119
qor: place.detailedPlacementHpwl 618 mm
qor: hold_path.tightest_hold_check_type flip-flop to flip-flop
qor: power.p_leak 0.113 uW
qor: routing.drc 0
qor: global_routing.global_route.usage.total 26.5%
qor: layout.area_growth_synth_to_finish 12.7%
qor: layout.fill_cells 66300
qor: synthesis.synth_flops 8312
qor: cts.tritoncts done
qor: layout.final-seq-area 249000 um^2
qor: worst_setup_path.critPathMaxFanout 17
qor: final_timing.fin_tns_setup 0 ns
qor: routing.wl_per_cell 35.4 um
qor: outcome.run_status finished with violations
qor: cts.cts.sinks 8312
qor: hold_path.timing.hold.worst_endpoint wq1_rptr[0]$_DFF_PP0_
qor: die.die_height 901 um
qor: final_timing.hold_violations 0
qor: worst_setup_path.worst-r2r-cell-count 15
qor: final_timing.timing.max_slew.rel_slack 10.2%
qor: place.port-buffer-count 46
qor: power.combPwrFrac 31.9%
qor: flow_run.timing.max_cap.violations 0
[stage by stage]
stage | utilization, % | setup slack (ns) | total power [uW] | instances
2_1_floorplan | - | 131.06 | 3450 | 15300
3_5_place_dp | 42.0 | 129.58 | 4240 | 25900
6_report | 45.3 | 130.64 | 5990 | 27600
5_1_grt | 45.2 | 130.48 | 6170 | 27400
4_1_cts | 45.2 | 130.78 | 5990 | 27400
3_3_place_gp | 42.0 | 129.39 | 4240 | 25900
[worst max-delay path: stages]
cell,delay [ns]
clkdlybuf4s50_1,0.45
nand2b_1,0.39
inv_2,0.69
ha_1,0.32
ha_1,0.23
xor2_1,0.37
ha_1,0.35
a21o_1,0.20
a21oi_1,0.26
o21ai_0,0.13
a21oi_1,0.24
xnor2_1,0.12
or4_1,0.53
or4b_2,0.62
[power by group through the flow]
stage,clock [uW],combinational [uW],sequential [uW]
after global routing,1870,1990,2310
final,1770,1910,2310
after CTS,1790,1890,2310
[cell usage after synthesis, types with 10 or more instances]
cell type	n	area share [%]
a21oi_1	256	0.40
nor3_1	51	0.079
o22ai_1	84	0.16
mux2i_1	804	2.5
nor4_1	11	0.021
buf_8	40	0.19
nand4_1	15	0.029
a22o_1	44	0.12
xor2_1	54	0.15
o221ai_1	192	0.52
edfxtp_1	8192	76
buf_1	105	0.12
dfrtp_1	118	0.91
nand2_1	361	0.42
nor2_1	1141	1.3
clkbuf_1	450	0.52
a211oi_1	59	0.14
a211o_1	23	0.062
a221o_1	17	0.053
and2_1	10	0.019
buf_2	172	0.27
buf_12	16	0.099
xnor2_1	45	0.12
o21ai_1	33	0.051
a311oi_1	14	0.038
a2111oi_0	27	0.073
nand2b_1	11	0.021
o211ai_1	27	0.063
mux2_2	36	0.13
buf_6	110	0.38
inv_1	48	0.056
a21o_1	11	0.026
buf_4	101	0.23
o21ai_0	148	0.23
ha_1	24	0.093
nor2b_1	22	0.043
mux4_2	1811	13
a221oi_1	158	0.43
nand3_1	66	0.10
o21a_1	10	0.023
a22oi_1	193	0.45
a31oi_1	29	0.056
[area by class of cell]
cell class | count | area share, %
inverters | 52 | 0.0626
clock inverters | 464 | 1.15
repair buffers | 811 | 1.82
diodes | 202 | 0.139
clock buffers | 1010 | 5.87
multi-input cells | 5944 | 18.8
well taps | 10800 | 3.70
flip-flops and latches | 8312 | 68.4
[routing by layer]
metal  wire [um]  up-vias  global-route usage (%)
li1            -    65300                       -
met4       53700      137                    11.5
met1      283000    81600                    28.6
met3      201000     2022                    24.1
met5        2820        -                    3.01
met2      436000    11500                    36.3
[cells by family (layout without fill, tap and decap cells)]
family | count (synthesis) | after routing | share of synthesized area [%]
AND-OR/OR-AND | 1404 | 1404 | 3.12
adder cells (fa/ha/maj) | 26 | 26 | 0.105
buffers and inverters | 1046 | 2337 | 1.88
flip-flops | 8312 | 8312 | 77.1
AND/OR/NAND/NOR | 1751 | 1751 | 2.20
other | 0 | 202 | 0
multiplexers | 2664 | 2664 | 15.3
XOR/XNOR | 99 | 99 | 0.268
[state kept, by name, indices dropped and copies added (netlist names), 10 cells and up]
register / count
RdDataNum: 11
WrDataNum: 11
mem: 8192
rbin: 10
rptr: 11
rq1_wptr: 11
rq2_wptr: 11
wbin: 10
wptr: 11
wq1_rptr: 11
wq2_rptr: 11
[what timing repair did]
item,CTS,global route
endpoints found under the hold margin,11,0
hold buffers,11,0
resized,0,0
buffers inserted,0,0
[worst max path at each step]
stage	cells past startpoint	slack, ns	end	startpoint
after CTS	14	130.78	AlmostFull$_DFF_PP0_	WrEn
after global routing	14	130.48	AlmostFull$_DFF_PP0_	WrEn
final	14	130.64	AlmostFull$_DFF_PP0_	WrEn
Power and IR drop assume default switching activity.
